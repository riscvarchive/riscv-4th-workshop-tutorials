File: /design/flow/constraint.sdc
current_design AHBMASTER_FIC

set clk_period 6.4
set clk_io_pct 0.2

create_clock -name clk0 -period $clk_period [get_ports {HCLK}]

set non_clock_inputs [all_inputs -no_clocks]
set_input_delay [expr $clk_period * $clk_io_pct] -clock clk0 $non_clock_inputs
set_output_delay [expr $clk_period * $clk_io_pct] -clock clk0 [all_outputs]
File: /design/flow/config.mk
export PLATFORM = sky130hd
export DESIGN_NAME = AHBMASTER_FIC
export DESIGN_NICKNAME = AHBMASTER_FIC
export VERILOG_FILES = /design/flow/design.v
export SDC_FILE = /design/flow/constraint.sdc
export NUM_CORES = 4
export LEC_CHECK = 1
export CORE_UTILIZATION = 30
File: /design/flow/run.sh
#!/bin/bash
# OpenROAD 26Q1-2900-gdf79404cd8, Yosys 0.63+post, stock flow scripts
make -C /OpenROAD-flow-scripts/flow DESIGN_CONFIG=/design/flow/config.mk WORK_HOME=/design/flow/orfs finish
File: /design/flow/design.v
`timescale 1 ns / 100 ps
module AHBMASTER_FIC (
input      wire         HCLK,
input      wire         HRESETn,
output     reg   [31:0] HADDR,
output     reg   [1:0]  HTRANS,
output     reg          HWRITE,
output     reg   [2:0]  HSIZE,
output     wire  [2:0]  HBURST,
output     wire  [3:0]  HPROT,
output     reg   [31:0] HWDATA,
input      wire  [31:0] HRDATA,
input      wire         HREADY,
input      wire  [1:0]  HRESP,
input      wire         START,  
output           [1:0]  RESP_err,
output     reg          ahb_busy,
output     reg          ram_init_done
);
reg [4:0] ahb_fsm_current_state;
parameter [4:0] Idle 			= 5'b00000;
parameter [4:0] NVM_fab_ac_0 	= 5'b00001;  
parameter [4:0] NVM_fab_ac_1 	= 5'b00010;
parameter [4:0] NVM_fab_ac_2 	= 5'b00011;
parameter [4:0] NVM_ac_read_0 	= 5'b00100;  
parameter [4:0] NVM_ac_read_1 	= 5'b00101;
parameter [4:0] NVM_ac_read_2 	= 5'b00110;
parameter [4:0] NVM_ac_check 	= 5'b00111;
parameter [4:0] NVM_ready_0 	= 5'b01000;  
parameter [4:0] NVM_ready_1 	= 5'b01001;
parameter [4:0] NVM_ready_2 	= 5'b01010;
parameter [4:0] NVM_ready_check = 5'b01011;
parameter [4:0] Read_NVM_0	 	= 5'b01100;  
parameter [4:0] Read_NVM_1 		= 5'b01101;
parameter [4:0] Read_NVM_2 		= 5'b01110;
parameter [4:0] Write_RAM_0 	= 5'b01111;  
parameter [4:0] Write_RAM_1 	= 5'b10000;
parameter [4:0] Write_RAM_2 	= 5'b10001;
parameter [4:0] Write_RAM_3 	= 5'b10010;  
parameter [4:0] Write_RAM_4 	= 5'b10011; 
parameter [4:0] Write_RAM_5 	= 5'b10100;
parameter [4:0] Write_RAM_6 	= 5'b10101;  
parameter [4:0] Write_RAM_7 	= 5'b10110;
parameter [4:0] Write_RAM_8 	= 5'b10111;
parameter [4:0] Write_RAM_9 	= 5'b11000;  
parameter [4:0] Write_RAM_10 	= 5'b11001; 
parameter [4:0] Write_RAM_11 	= 5'b11010;
parameter [4:0] Done_0          = 5'b11011;
parameter [4:0] Done_1          = 5'b11100;
wire   [1:0] HSIZE_int;
reg   init_done;  
reg   [31:0] NVM_ADDR;   
reg   [31:0] RAM_ADDR;   
reg   [31:0] NVM_STATUS;   
reg   [31:0] NVM_CTRL;   
reg   [31:0] DATAOUT;   
assign RESP_err = HRESP;
assign HBURST = 3'b000;
assign HPROT  = 4'b0011;
parameter Data_size	= 8;
generate
    if (Data_size == 32)  
        assign HSIZE_int  = 2'b10;  
    else if (Data_size == 16) 
        assign HSIZE_int  = 2'b01;
    else if (Data_size == 8) 
        assign HSIZE_int  = 2'b00;
endgenerate
always@(posedge HCLK, negedge HRESETn)
begin
	if(HRESETn  == 1'b0)
	    begin
	     HADDR               <=  32'h00000000;
	     HTRANS              <=  2'b00;   
	     HWRITE              <=  1'b0;
	     HSIZE               <=  3'b010;  
	     HWDATA              <=  32'h00000000;
	     DATAOUT             <=  32'h00000000;
	     ahb_fsm_current_state   <=  Idle;
         ahb_busy                <=  1'b0;
 		 NVM_ADDR            <=  32'h60000800;
 		 NVM_CTRL            <=  32'h600801FC;
 		 NVM_STATUS          <=  32'h60080120;	
		 RAM_ADDR            <=  32'h10000000;
		 init_done           <=  1'b0;
         ram_init_done		 <=  1'b0;
	    end
	else
    	begin
	        case (ahb_fsm_current_state)
	        Idle:  
	            begin
					if (( init_done  == 1'b0) && ( START  == 1'b1))
	                  begin
	                    ahb_fsm_current_state       <=  NVM_fab_ac_0;
                        HADDR                       <=  NVM_CTRL;
                        ahb_busy                    <=  1'b1;
	                  end
	                else
	                  begin
	                    ahb_fsm_current_state       <=  Idle;
						ahb_busy                    <=  1'b0;
	                  end
	            end
			NVM_fab_ac_0:  
	              begin
	                    HTRANS                  <=  2'b10;
	                    HSIZE                   <=  2'b10;
	                    HWRITE                  <=  1'b1;
	     				HWDATA              	<=  32'h00000001;
	                    ahb_fsm_current_state   <=  NVM_fab_ac_1;
	              end
			NVM_fab_ac_1:  
	              begin                   
	               HTRANS                   <=  2'b00;
					if ( HREADY  == 1'b1)  
                     begin
	                    ahb_fsm_current_state    <=  NVM_fab_ac_2;
                     end 
                   else    
                     begin   
	                    ahb_fsm_current_state    <=  NVM_fab_ac_1;
                     end
                  end
			NVM_fab_ac_2:  
	              begin
                   if ( HREADY  == 1'b1)          
	                 begin                 
	                    ahb_fsm_current_state    <=  NVM_ac_read_0;
                        HADDR                    <=  NVM_CTRL;
	                 end
	               else   
	                 begin
	                    ahb_fsm_current_state    <=  NVM_fab_ac_2;
	                  end                      
	              end
			NVM_ac_read_0:  
	              begin
	                    HTRANS                  <=  2'b10;
	                    HSIZE                   <=  2'b10;
	                    HWRITE                  <=  1'b0;
	                    ahb_fsm_current_state   <=  NVM_ac_read_1;
	              end
	         NVM_ac_read_1:  
	              begin                   
	               HTRANS                   <=  2'b00;
					if ( HREADY  == 1'b1)  
                     begin
	                    ahb_fsm_current_state    <=  NVM_ac_read_2;
                     end 
                   else    
                     begin   
	                    ahb_fsm_current_state    <=  NVM_ac_read_1;
                     end
                  end
             NVM_ac_read_2:  
	              begin
                   if ( HREADY  == 1'b1)          
	                 begin
	                    DATAOUT                  <=  HRDATA;                     
	                    ahb_fsm_current_state    <=  NVM_ac_check;
	                 end
	               else   
	                 begin
	                    ahb_fsm_current_state    <=  NVM_ac_read_2;
	                  end                      
	              end
             NVM_ac_check :  
	              begin
                   if ( DATAOUT[2:0]  == 3'b110)          
	                 begin                   
	                    ahb_fsm_current_state    <=  NVM_ready_0;
                        HADDR                    <=  NVM_STATUS;
	                 end
	               else   
	                 begin
	                    ahb_fsm_current_state    <=  NVM_fab_ac_0;
                        HADDR                    <=  NVM_CTRL;
	                  end                      
	              end
			NVM_ready_0:  
	              begin
	                    HTRANS                  <=  2'b10;
	                    HSIZE                   <=  2'b10;
	                    HWRITE                  <=  1'b0;
	                    ahb_fsm_current_state   <=  NVM_ready_1;
	              end
	         NVM_ready_1:  
	              begin                   
	               HTRANS                   <=  2'b00;
					if ( HREADY  == 1'b1)  
                     begin
	                    ahb_fsm_current_state    <=  NVM_ready_2;
                     end 
                   else    
                     begin   
	                    ahb_fsm_current_state    <=  NVM_ready_1;
                     end
                  end
             NVM_ready_2:  
	              begin
                   if ( HREADY  == 1'b1)          
	                 begin
	                    DATAOUT                  <=  HRDATA;                     
	                    ahb_fsm_current_state    <=  NVM_ready_check;
	                 end
	               else   
	                 begin
	                    ahb_fsm_current_state    <=  NVM_ready_2;
	                  end                      
	              end
             NVM_ready_check:  
	              begin
                   if ( DATAOUT[0]  == 1'b1)          
	                 begin                   
	                    ahb_fsm_current_state    <=  Read_NVM_0;
                        HADDR                    <=  NVM_ADDR;
	                 end
	               else   
	                 begin
	                    ahb_fsm_current_state    <=  NVM_ready_0;
                        HADDR                    <=  NVM_STATUS;
	                  end                      
	              end
			Read_NVM_0:  
	              begin
	                    HTRANS                  <=  2'b10;
	                    HSIZE                   <=  2'b10;
	                    HWRITE                  <=  1'b0;
	                    ahb_fsm_current_state   <=  Read_NVM_1;
	              end
	         Read_NVM_1:  
	              begin                   
	               HTRANS                   <=  2'b00;
					if ( HREADY  == 1'b1)  
                     begin
	                    ahb_fsm_current_state    <=  Read_NVM_2;
                     end 
                   else    
                     begin   
	                    ahb_fsm_current_state    <=  Read_NVM_1;
                     end
                  end
             Read_NVM_2:  
	              begin
                   if ( HREADY  == 1'b1)          
	                 begin
	                    DATAOUT                  <=  HRDATA;	                         
	                    ahb_fsm_current_state    <=  Write_RAM_0;
	                 end
	               else   
	                 begin
	                    ahb_fsm_current_state    <=  Read_NVM_2;
	                  end                      
	              end			
			Write_RAM_0:  
	            begin
    	            HWDATA[7:0]                 <=  DATAOUT[7:0] ;
    	            HSIZE                      	<=  HSIZE_int;
					HADDR                  	   	<=  RAM_ADDR;
    	            HWRITE                     	<=  1'b1;
    	            ahb_fsm_current_state      	<=  Write_RAM_1;
	             end
            Write_RAM_1:  
                 begin
                  HTRANS                   <=  2'b10;
				  if ( HREADY  == 1'b0)  
                    begin
                        ahb_fsm_current_state  <=  Write_RAM_1;
    	            end
                  else   
                    begin
                        ahb_fsm_current_state  <=  Write_RAM_2;
                    end
                 end
			Write_RAM_2:  
    	         begin                
				   HTRANS                 <=  2'b00;
				   if ( HREADY  == 1'b0)  
                    begin
                        ahb_fsm_current_state  <=  Write_RAM_2;
    	            end
                  else   
                    begin
                        ahb_fsm_current_state  <=  Write_RAM_3;
		 				RAM_ADDR               <=  RAM_ADDR + 32'h00000004;
					end					
	              end
			Write_RAM_3:  
	            begin
    	            HWDATA[7:0]                 <=  DATAOUT[15:8] ;
    	            HSIZE                      	<=  HSIZE_int;
					HADDR                  	   	<=  RAM_ADDR;
    	            HWRITE                     	<=  1'b1;
    	            ahb_fsm_current_state      	<=  Write_RAM_4;
	             end
            Write_RAM_4:  
                 begin
                  HTRANS                   <=  2'b10;
				  if ( HREADY  == 1'b0)  
                    begin
                        ahb_fsm_current_state  <=  Write_RAM_4;
    	            end
                  else   
                    begin
                        ahb_fsm_current_state  <=  Write_RAM_5;
                    end
                 end
			Write_RAM_5:  
    	         begin                
				   HTRANS                 <=  2'b00;
				   if ( HREADY  == 1'b0)  
                    begin
                        ahb_fsm_current_state  <=  Write_RAM_5;
    	            end
                  else   
                    begin
                        ahb_fsm_current_state  <=  Write_RAM_6;
		 				RAM_ADDR               <=  RAM_ADDR + 32'h00000004;
					end					
	              end
			Write_RAM_6:  
	            begin
    	            HWDATA[7:0]                 <=  DATAOUT[23:16] ;
    	            HSIZE                      	<=  HSIZE_int;
					HADDR                  	   	<=  RAM_ADDR;
    	            HWRITE                     	<=  1'b1;
    	            ahb_fsm_current_state      	<=  Write_RAM_7;
	             end
            Write_RAM_7:  
                 begin
                  HTRANS                   <=  2'b10;
				  if ( HREADY  == 1'b0)  
                    begin
                        ahb_fsm_current_state  <=  Write_RAM_7;
    	            end
                  else   
                    begin
                        ahb_fsm_current_state  <=  Write_RAM_8;
                    end
                 end
			Write_RAM_8:  
    	         begin                
				   HTRANS                 <=  2'b00;
				   if ( HREADY  == 1'b0)  
                    begin
                        ahb_fsm_current_state  <=  Write_RAM_8;
    	            end
                  else   
                    begin
                        ahb_fsm_current_state  <=  Write_RAM_9;
		 				RAM_ADDR               <=  RAM_ADDR + 32'h00000004;
					end					
	              end
			Write_RAM_9:  
	            begin
    	            HWDATA[7:0]                 <=  DATAOUT[31:24] ;
    	            HSIZE                      	<=  HSIZE_int;
					HADDR                  	   	<=  RAM_ADDR;
    	            HWRITE                     	<=  1'b1;
    	            ahb_fsm_current_state      	<=  Write_RAM_10;
	             end
            Write_RAM_10:  
                 begin
                  HTRANS                   <=  2'b10;
				  if ( HREADY  == 1'b0)  
                    begin
                        ahb_fsm_current_state  <=  Write_RAM_10;
    	            end
                  else   
                    begin
                        ahb_fsm_current_state  <=  Write_RAM_11;
                    end
                 end
			Write_RAM_11:  
    	         begin                
				   HTRANS                 <=  2'b00;
				   if ( HREADY  == 1'b0)  
                    begin
                        ahb_fsm_current_state  <=  Write_RAM_11;
    	            end
                  else   
                    begin
                    	if (RAM_ADDR[15:0] == 16'h07FC)
                            begin
                                init_done                <=  1'b0;
                                ram_init_done            <=  1'b1;
                                ahb_busy                 <=  1'b1;
                                HADDR                    <=  NVM_CTRL;
                                ahb_fsm_current_state    <=  Done_0;
    	            		end
                 	 	else    
							begin	
                        		ahb_busy               <=  1'b1;
                        		init_done              <=  1'b0;
								NVM_ADDR               <=  NVM_ADDR + 32'h00000004;
		 						RAM_ADDR               <=  RAM_ADDR + 32'h00000004;
                                ahb_fsm_current_state  <=  NVM_ready_0;
                                HADDR                  <=  NVM_STATUS;
    	            		end
                    end					
	              end
            Done_0:
                 begin
                        HTRANS                  <=  2'b10;
	                    HSIZE                   <=  2'b10;
	                    HWRITE                  <=  1'b1;
	     				HWDATA              	<=  32'h00000000;
                        ahb_fsm_current_state   <= Done_1;
                 end
            Done_1:
                 begin
                 	HTRANS                   <=  2'b00;
					if ( HREADY  == 1'b1)  
                     begin
                        ahb_busy                 <=  1'b0;
                        init_done                <=  1'b1;
                        ram_init_done            <=  1'b1;
	                    ahb_fsm_current_state    <=  Idle;
                     end 
                   else    
                     begin   
	                    ahb_fsm_current_state    <=  Done_1;
                     end       
                 end
     endcase
	end     
end
endmodule
==> summary.txt <==
final-report hold violation count: 0
share of cells above drive strength 1: 15.6%
Sink Count: 165
Max clock buf depth: 2
filler cell count: 2457
vias per std cell: 4.90
Core Area: 0.0251 mm^2
max incr delay on CP: 840 ps
min-delay worst type: reg -> reg
CTS tree: built
post-route setup TNS: 0 ps
H-tree level count: 4
Cell Area, Synth: 0.00764 mm^2
final core occ: 36.4%
Reg2Reg Depth: 5
wire per inst: 16.4 um
top cells by count: dfrtp_1, xor2_1, mux2_2
register share of total power: 44.5%
#FFs+latches synth: 165
number of synthesized flops with an enable pin: 0
endpoints failing setup: 0
crit path DAT: 3600 ps
clk latency of the worst-skew pair: 420 ps
initial drt markers: 319
I/O Pins: 119
status: complete, no violations
internal power: 2.20 mW
row count: 58
final wirelength: 17400 um
Leak: 4.08 nW
setup repair after global routing missed its margin: false
clk slew on worst S/H paths: 70 ps
iteration count of the initial detailed-routing pass: 4
first-pass GRT wire length: 28700 um
number of nets with antenna violations after routing: 0
GRT Overall Usage: 14.3%
Crit path top cell by count: or4_4
max_cap viols: 0
Setup Skew: 8.38 ps
number of diodes: 0
Post-CTS Setup Bufs: 0
PortBufs: 78
Mapped Cells: 651
GRT Residual Overflow: 0
clock root buffer master: clkbuf_16
Yosys warnings: 1
DIE AREA: 0.0261 mm^2
Slew @ Worst Pin: 877 ps
Crit-path slowest cell: or4_4
routability congestion estimate: 0.814
initial antenna violation count: 0
total CTS buffers: 17
CP Cell Sequence: or4_4 > or4_4 > o31ai_4 > buf_4 > o2bb2ai_1
Non-Filler Instances: 1063
vias in the first global route: 5155
Yosys top cell by instances: dfrtp_1
FFs w/ async S/R, synth: 100%
area share, top type: 52.1%
crit path kind: reg -> reg
Slew HR: 41.6%
switch share: 31.7%
Pins Over Slew Limit: 0
CTS Hold Buffers Added: 0
worst vdd rail ir drop: 0.000174 V
Synth area leaders: dfrtp_1, mux2_2, xor2_1
Design Area, Final: 0.00914 mm^2
worst hold margin: 459 ps
min Tclk post-route: 3250 ps
largest net degree at the start of global routing: 80
residual DRC count: 0
vias: 5208
cycle use final: 50.9%
Cell Pwr Density: 353 mW/mm^2
yosys stat area: 0.00764 mm^2
Resize count post-CTS: 0
Req. time, crit path: 6740 ps
Starting Density: 30.4%
CP Max Fanout: 36
largest area contributor in the netlist: dfrtp_1
Syn-to-layout area delta: 19.7%
dpl cell area: 0.00860 mm^2
Worst Setup Start Kind: flip-flop
# Cells Yosys: 651
Logic pwr share: 25.9%
post-synthesis cell type count: 56
Tool Warnings: 25
cell count after placement: 1031
syn_area_per_cell: 11.7 um^2
Clock power frac: 29.5%
die width: 162 um
Psw: 1.02 mW
Post-DP HPWL: 11700 um
Worst setup EP type: flip-flop
Seq share, synth: 54.1%
Hold Path Depth: 1
Primary FF master, synth: dfrtp_1
Max Clock Freq: 0.307 GHz
Chip Height: 162 um
[worst paths after layout]
kind / start / endpoint / slack (ps)
worst max-delay path: ahb_fsm_current_state[3] / HADDR[31] / 3150
worst min register to register: ahb_fsm_current_state[21] / HTRANS[1] / 460
min in group asynchronous: HRESETn / HADDR[9] / 880
worst max register to register: ahb_fsm_current_state[3] / HADDR[31] / 3150
max in group asynchronous: HRESETn / RAM_ADDR[21] / 4360
worst min-delay path: ahb_fsm_current_state[21] / HTRANS[1] / 460
[power by group through the flow]
| stage | sequential (mW) | clock, mW | combinational (mW) |
|---|---|---|---|
| after global routing | 1.47 | 1.03 | 0.927 |
| final | 1.44 | 0.952 | 0.836 |
| after CTS | 1.44 | 0.978 | 0.856 |
[sequential cells by signal, summed over array words and instances, names as in the netlist, named ones only]
name / count
DATAOUT: 32
HADDR: 30
NVM_ADDR: 30
RAM_ADDR: 30
ahb_fsm_current_state: 21
HWDATA: 8
HSIZE: 1
HTRANS: 1
HWRITE: 1
ahb_busy: 1
init_done: 1
ram_init_done: 1
[metrics by stage]
| step | power, mW | worst slack (ps) |
|---|---|---|
| floorplan | 1.98 | 3740 |
| global placement | 2.30 | 2940 |
| detailed placement | 2.31 | 2900 |
| CTS | 3.27 | 3110 |
| global route | 3.42 | 2980 |
| finish | 3.22 | 3150 |
[logic make-up after synthesis]
group | share of synthesized area (%)
multiplexers | 6.63
AND-OR/OR-AND | 11.3
flip-flops | 54.1
other | 0.0983
adder cells (fa/ha/maj) | 0.327
AND/OR/NAND/NOR | 14.1
buffers and inverters | 6.76
XOR/XNOR | 6.65
[layer usage]
metal	vias up	global-route usage, %	wire length [um]
met5	-	0	0
met4	0	1.07	102
met3	10	4.38	1360
li1	2451	-	-
met1	2602	21.4	7970
met2	145	21.9	7970
[cells in the final DEF (no fill, tap or decap), drive strengths merged, types with 2 or more instances in the layout]
cell / count
nand3: 24
a21o: 9
nor3: 22
or2: 2
clkdlybuf4s50: 77
xnor2: 12
or4: 4
and4: 6
a32oi: 5
o41a: 2
o21ai: 5
dfstp: 6
nand2b: 7
nor4b: 2
ha: 2
clkinv: 7
nor4: 29
a221o: 5
mux2: 45
a21oi: 3
o41ai: 2
a22oi: 39
conb: 36
clkbuf: 17
dfrtp: 159
inv: 18
or3: 2
nand4: 21
xor2: 46
o2bb2ai: 20
and3: 4
and2: 16
buf: 13
nor2: 11
nand2: 41
[worst max-delay path: cells and delay by family (launching register included)]
kind,cells,cell delay (ps)
DFF,1,540
buffers and inverters,1,380
and+or+nand+nor,2,1370
AOI/OAI and AO/OA,2,860
[layout make-up]
type                    count  area, um^2  share of cell area, %
clock buffers              17         425                   4.65
clock inverters            15         121                   1.33
inverters                  11        41.3                  0.452
multi-input cells         435        3130                   34.3
flip-flops and latches    165        4140                   45.2
well taps                 330         413                   4.52
repair buffers             90         872                   9.54
No activity file was given, so power comes from the tool's default toggle rates.
