===== /design/flow/run.sh =====
#!/bin/bash
# OpenROAD 26Q1-2900-gdf79404cd8, Yosys 0.63+post, stock flow scripts
make -C /OpenROAD-flow-scripts/flow DESIGN_CONFIG=/design/flow/config.mk WORK_HOME=/design/flow/orfs finish

===== /design/flow/config.mk =====
export PLATFORM = sky130hd
export DESIGN_NAME = mux_blk
export DESIGN_NICKNAME = mux_blk
export VERILOG_FILES = /design/flow/design.v
export SDC_FILE = /design/flow/constraint.sdc
export NUM_CORES = 4
export LEC_CHECK = 1
export CORE_AREA = 10 10 70 70
export DIE_AREA = 0 0 80 80

===== /design/flow/constraint.sdc =====
current_design mux_blk

set clk_period 1.0
set clk_io_pct 0.2

create_clock -name clk0 -period $clk_period

set non_clock_inputs [all_inputs -no_clocks]
set_input_delay [expr $clk_period * $clk_io_pct] -clock clk0 $non_clock_inputs
set_output_delay [expr $clk_period * $clk_io_pct] -clock clk0 [all_outputs]

===== /design/flow/design.v =====
`timescale 1 ns/100 ps
module mux_blk(
  rd_enable_user,wr_enable_user,
  wclk_user, rclk_user,
  raddr_user, waddr_user,
  wdata_user, rdata_user,
  rd_enable_init, wr_enable_init,
  wclk_init, rclk_init,
  raddr_init, waddr_init,
  mem_data_in_init, mem_data_out_init,
  rd_en, wr_en,
  wclk, rclk,
  raddr, waddr,
  wdata, rdata,
  sel);
parameter DATA_WIDTH = 8;  
parameter ADDR_WIDTH = 8;  
input rd_enable_user;
input wr_enable_user;
input wclk_user, rclk_user;
input [ADDR_WIDTH-3:0] raddr_user, waddr_user;
input [DATA_WIDTH-1:0] wdata_user;
output  [DATA_WIDTH-1:0] rdata_user;
input rd_enable_init;
input wr_enable_init;
input wclk_init, rclk_init;
input [ADDR_WIDTH-3:0] raddr_init, waddr_init;
input [DATA_WIDTH-1:0] mem_data_in_init;
output  [DATA_WIDTH-1:0] mem_data_out_init;
output rd_en;
output wr_en;
output wclk, rclk;
output [ADDR_WIDTH-3:0] raddr, waddr;
output [DATA_WIDTH-1:0] wdata;
input  [DATA_WIDTH-1:0] rdata;
input sel;
assign 	rd_en 	= (sel) ? rd_enable_user : rd_enable_init;
assign 	wr_en 	= (sel) ? wr_enable_user : wr_enable_init;
assign 	wclk 	= (sel) ? wclk_user : wclk_init;
assign 	rclk 	= (sel) ? rclk_user : rclk_init;
assign 	raddr 	= (sel) ? raddr_user : raddr_init;
assign 	waddr 	= (sel) ? waddr_user : waddr_init;
assign 	wdata 	= (sel) ? wdata_user : mem_data_in_init;
assign 	mem_data_out_init = rdata;
assign 	rdata_user = rdata;
endmodule

==> impl_metrics.py <==
# Auto-generated metrics
metrics = {
    "run_status": {
        "status": "finished with violations",
        "violations": "negative setup slack",
    },
    "final_timing": {
        "whs_ns": 0.400,
        "relSlewSlack_pct": 95.3,
        "slew_violations": 0,
        "fin_crit_sh_pct": 118,
        "worst_pin_slew_ns": 0.0706,
        "layout_min_cycle_time_ns": 1.18,
        "fmax_mhz": 846,
        "grt_setup_unrepaired": "yes",
        "final.setup.worst_slack_ns": -0.182,
        "finalSetupViolCount": 24,
        "setup_tns_ns": -2.05,
        "finalHoldViolCount": 0,
    },
    "layout": {
        "post_route_cells_drive_above_1_share_pct": 53.4,
        "clock_buffers": 0,
        "design.seq.count": 0,
        "stdcell_count": 149,
        "fin_util_pct": 36.1,
        "stdcell_area_sq_um": 1230,
        "seqCellArea_sq_um": 0,
        "synthToLayoutAreaGrowth_pct": 139,
        "fillers": 369,
    },
    "detailed_routing": {
        "drt_iter0_markers": 5,
        "antenna_left": 0,
        "drc": 0,
        "first_pass_iters": 2,
        "finalWirelength_um": 2370,
        "drt-wirelength-per-cell_um": 15.9,
        "dr_total_vias": 530,
        "via_per_inst": 3.56,
        "n_antenna_cell": 0,
    },
    "synth": {
        "yosys_area_sq_um": 517,
        "syn_area_sq_um": 517,
        "syn_avg_cell_area_sq_um": 12.0,
        "synthCells": 43,
        "ys_cells": 43,
        "synth_seq_share_pct": 0,
        "synth_cell_types": 5,
        "synth_warnings": 0,
    },
    "place": {
        "dp_hpwl_um": 1960,
        "place_inst": 144,
        "globalplace.congestion": 0.753,
        "pre_cts_ws_ns": -0.904,
        "placed_area_sq_um": 1150,
        "port_buffers": 73,
    },
    "die": {
        "fp.dieH_um": 80,
        "floorplan.rows": 21,
        "num_io_pins": 97,
        "dieArea_sq_um": 6400,
        "fp_util_pct": 15.1,
        "coreArea_sq_um": 3420,
        "die_x_um": 80,
    },
    "power_and_ir_drop": {
        "p_leak_nw": 0.667,
        "vdd_drop_max_v": 0.000129,
        "power_mw": 0.489,
        "power_switching_mw": 0.110,
        "clock_power_share_pct": 0,
        "power_frac_comb_pct": 100.0,
        "switching_share_pct": 22.5,
        "power.density_nw_per_um2": 396,
        "p_seq_share_pct": 0,
        "p_int_mw": 0.379,
    },
    "global_route": {
        "grt_pass1_wl_um": 3510,
        "grt_max_degree": 7,
        "grt_antenna_before_repair": 0,
        "grtUsageTotal_pct": 6.88,
        "overflow": 0,
        "first_global_vias": 637,
    },
    "setup_path": {
        "critPathLaunchType": "input pin",
        "path_max_fanout": 4,
        "crit_type": "input pin to output port",
        "cp_data_required_time_ns": 0.80,
        "crit_arrival_ns": 0.98,
        "crit_path_end_kind": "output port",
    },
    "worst_hold_path": {
        "min_path_type": "input pin to output port",
        "whs_endpoint": "mem_data_out_init[0]",
        "hold_start": "rdata[0]",
        "hold_depth": 0,
    },
    "run": {
        "maxCapViolCount": 0,
        "warning_count": 34,
    },
}
==> cells in the final DEF, fill, tap and decap left out, drive strengths merged <==
master and n:
clkdlybuf4s50 6, buf 31, mux2 24, dlymetal6s2s 3, dlygate4sd2 39
==> kinds of logic after synthesis <==
kind of cell,after synthesis,share of synthesized area (%)
muxes,24,66.8
buffers and inverters,19,33.2
==> area by class of cell <==
type | instances | area, sq um | share of cell area, %
well taps | 46 | 57.6 | 4.67
multi-input cells | 24 | 360 | 29.2
repair buffers | 79 | 816 | 66.1
==> repair_timing <==
item | in CTS | in global routing
hold buffers | 0 | 0
resized | 137 | 8
gates cloned | 3 | 0
setup buffers | 2 | 0
setup endpoints to repair | 24 | 24
==> cell usage after synthesis <==
library cell / instances / area, sq um
mux2_4: 20 / 300
buf_4: 16 / 120
mux2_2: 4 / 45.0
buf_12: 2 / 40.0
buf_6: 1 / 11.3
==> critical path: stages <==
cell and delay (ns):
buf_12 0.12, buf_16 0.13, buf_12 0.12, mux2_4 0.29
buf_2 0.12
==> routing by layer <==
| metal | vias to the layer above | routed length [um] | global-route usage (%) |
|---|---|---|---|
| li1 | 257 | - | - |
| met1 | 244 | 835 | 7.65 |
| met2 | 29 | 1370 | 13.1 |
| met3 | 0 | 165 | 2.05 |
| met4 | 0 | 0 | 0.176 |
| met5 | - | 0 | 0 |
==> power groups by stage <==
| stage | Combinational, mW | Clock (mW) | Sequential (mW) |
|---|---|---|---|
| 5_1_grt | 0.522 | 0 | 0 |
| 4_1_cts | 0.483 | 0 | 0 |
| 6_report | 0.489 | 0 | 0 |
==> worst max-delay path by stage <==
stage | start | to | cells after the start
after CTS | sel | raddr[3] | 5
after global routing | sel | wdata[2] | 5
final | sel | wdata[2] | 5
No activity file was given, so power comes from the tool's default toggle rates.
